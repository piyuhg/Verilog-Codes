==> design.v <==
`timescale 1ns / 1ps
module multiplier(prod, a, b);
	input [7:0] a, b;
	output reg [15:0] prod;
	function [15:0]mult;
		input [7:0] a, b;
		reg [15:0] r;
		integer i;
		begin
			if(a[0]==1) r = b;
			else r = 0;
			for(i = 1;i<8;i= i+1)
			begin
				if(a[i]==1)	r = r + (b << i);
			end
			mult = r;
		end
endfunction
	always @(a, b)
	prod <= mult(a, b);
endmodule
==> run.sh <==
#!/bin/bash
# OpenROAD 26Q1-2900-gdf79404cd8, Yosys 0.63+post, stock flow scripts
make -C /OpenROAD-flow-scripts/flow DESIGN_CONFIG=/design/flow/config.mk WORK_HOME=/design/flow/orfs finish
==> config.mk <==
export PLATFORM = sky130hd
export DESIGN_NAME = multiplier
export DESIGN_NICKNAME = multiplier
export VERILOG_FILES = /design/flow/design.v
export SDC_FILE = /design/flow/constraint.sdc
export NUM_CORES = 4
export LEC_CHECK = 1
export CORE_UTILIZATION = 50
==> constraint.sdc <==
current_design multiplier

set clk_period 19.2
set clk_io_pct 0.2

create_clock -name clk0 -period $clk_period

set non_clock_inputs [all_inputs -no_clocks]
set_input_delay [expr $clk_period * $clk_io_pct] -clock clk0 $non_clock_inputs
set_output_delay [expr $clk_period * $clk_io_pct] -clock clk0 [all_outputs]
==> impl_metrics.json <==
{
  "hold_class": "in -> out",
  "yosysUniqueCellTypes": 58,
  "fp_util_pct": 52.0,
  "drt-total-wl_mm": 7.98,
  "worstMarginPinSlew_ns": 0.730,
  "yosys_cells": 430,
  "min_from": "a[0]",
  "cts.hold.buffers_added": 0,
  "most-common-layout-cells": "ha_1 (58), nor2_1 (35), nand2_1 (34)",
  "post_cts_buffers": 0,
  "grt.total_usage_pct": 26.2,
  "fmax_mhz": 57.8,
  "cp-end-kind": "primary output",
  "first_pass_iters": 4,
  "io_pins": 32,
  "post-route-min-period_ns": 17.30,
  "critPathSlowestCell": "clkdlybuf4s50_1",
  "cts_resized": 0,
  "wl_per_cell_um": 15.2,
  "rsz0062_at_grt": "false",
  "syn_inst": 430,
  "syn_to_final_growth_pct": 12.0,
  "slew_violations": 0,
  "hold_violations": 0,
  "fillCellCount": 572,
  "relSlewSlack_pct": 51.2,
  "critPathMaxStageDelay_ns": 0.71,
  "synth_warnings": 1,
  "drv.max_cap_violation_count": 0,
  "clkbuf_count": 0,
  "num_vias": 3084,
  "hold_end": "prod[0]",
  "outcome": "complete, no violations",
  "final_common_cell": "ha_1",
  "openroad.warnings": 37,
  "synthesis.area_sq_um": 3100,
  "finalSetupViolCount": 0,
  "powerDensity_nw_per_um2": 98.1,
  "die_y_um": 80.7,
  "drtIter0Drc": 127,
  "drive_above_1_share_pct": 3.77,
  "port_buffers": 32,
  "grt_overflow": 0,
  "core_sq_um": 5960,
  "via_per_inst": 5.86,
  "hold_depth": 3,
  "grt_pass1_vias": 2704,
  "num_antenna_cells": 0,
  "drc": 0,
  "die_w_um": 80.7,
  "path_class": "in -> out",
  "start_kind": "input port",
  "area_leaders": "ha_1 (23%), xnor2_1 (6.2%), a21oi_1 (5.2%), o21ai_0 (4.8%), fa_1 (4.5%)",
  "critPathMaxFanout": 11,
  "cp.arrival_ns": 13.46,
  "dp_hpwl_mm": 6.31,
  "dpl_cell_area_sq_um": 3470,
  "place.gp.congestion": 0.887,
  "syn_area_per_cell_sq_um": 7.21,
  "register_area_sq_um": 0,
  "period_used_pct": 90.1,
  "grt_pass1_wl_mm": 13.1,
  "required_ns": 15.36,
  "totalPowerFinal_uw": 340,
  "nFlopsAndLatches": 0,
  "chip_area_sq_um": 6520,
  "rows": 28,
  "postSynthSeqShare_pct": 0,
  "drtAntennaViolNets": 0,
  "yosysTopAreaCellShare_pct": 23.4,
  "leakagePower_nw": 1.60,
  "top_area_cell": "ha_1",
  "setup_tns_ns": 0,
  "vdd_ir_drop_max_uv": 65.8,
  "antenna_found_initial": 0,
  "grt_max_degree": 23,
  "yosys_area_sq_um": 3100,
  "final_area_sq_um": 3470,
  "cpMostUsedCell": "ha_1"
}
-- power breakdown --
part / total, mW / switching [mW] / internal [mW]
combinational: 0.340 / 0.168 / 0.172
sequential: 0 / 0 / 0
clock: 0 / 0 / 0
-- critical path, delay by kind of cell --
kind	cells	cell delay, ns
xor+xnor	5	0.82
fa+ha+maj	8	2.70
buf+inv	5	1.47
compound gates	18	3.62
simple gates	5	1.01
-- final cells by class --
cell class	instances	area (sq um)	share of cell area [%]
inverter	32	120	3.46
multi-input combinational	386	2930	84.4
tap	75	93.8	2.70
timing repair buffer	33	328	9.44
-- stage by stage --
stage / hold slack (ns) / cells / setup slack (ns) / utilization [%]
after CTS: 8.94 / 526 / 1.91 / 58.3
after floorplan: 7.76 / 430 / 4.04 / -
final: 8.94 / 526 / 1.90 / 58.3
after global routing: 8.98 / 526 / 1.17 / 58.3
after global placement: 8.94 / 526 / 2.04 / 58.3
after detailed placement: 8.94 / 526 / 1.94 / 58.3
-- routing by layer --
metal | track usage (%) | routed length (um)
met1 | 42.6 | 4310
met3 | 0.798 | 329
met2 | 41.0 | 3340
met5 | 0 | 0
met4 | 0 | 0
-- cells by family (layout without fill, tap and decap cells) --
| logic type | count (synthesis) | after routing | synth area share, % |
|---|---|---|---|
| adders and majority gates | 65 | 65 | 27.9 |
| muxes | 17 | 17 | 6.18 |
| and+or+nand+nor | 124 | 124 | 19.2 |
| AOI/OAI and AO/OA | 148 | 148 | 32.2 |
| xor gates and xnor gates | 32 | 32 | 9.04 |
| buffers and inverters | 44 | 65 | 5.45 |
-- worst max-delay path by stage --
stage     startpoint  slack [ns]        to
4_1_cts         b[1]        1.91  prod[14]
5_1_grt         b[1]        1.17  prod[14]
6_report        b[1]        1.90  prod[14]
-- Yosys cell counts, types with 2 or more instances --
| library cell | n |
|---|---|
| ha_1 | 58 |
| nor2_1 | 35 |
| nand2_1 | 34 |
| a21oi_1 | 32 |
| inv_1 | 31 |
| o21ai_0 | 30 |
| xnor2_1 | 22 |
| a21o_1 | 11 |
| clkbuf_1 | 11 |
| o21a_1 | 11 |
| a31oi_1 | 10 |
| xor2_1 | 10 |
| mux2_2 | 9 |
| nor2b_1 | 9 |
| o211ai_1 | 9 |
| nand3_1 | 8 |
| nor3_1 | 8 |
| and2_1 | 7 |
| fa_1 | 7 |
| mux2i_1 | 6 |
| o21bai_1 | 6 |
| and3_1 | 5 |
| nand2b_1 | 5 |
| o31a_1 | 4 |
| o31ai_1 | 4 |
| or3_1 | 4 |
| a211oi_1 | 3 |
| a22o_1 | 3 |
| a211o_1 | 2 |
| a21boi_0 | 2 |
| a221o_1 | 2 |
| a32oi_1 | 2 |
| mux2_4 | 2 |
| nand3b_1 | 2 |
| nor3b_1 | 2 |
| o21ai_1 | 2 |
Power is estimated from default activity; no workload was simulated.
