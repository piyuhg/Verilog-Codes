**constraint.sdc**
```tcl
current_design simple_processor

set clk_period 6.9
set clk_io_pct 0.2

create_clock -name clk0 -period $clk_period

set non_clock_inputs [all_inputs -no_clocks]
set_input_delay [expr $clk_period * $clk_io_pct] -clock clk0 $non_clock_inputs
set_output_delay [expr $clk_period * $clk_io_pct] -clock clk0 [all_outputs]
```
**config.mk**
```make
export PLATFORM = sky130hd
export DESIGN_NAME = simple_processor
export DESIGN_NICKNAME = simple_processor
export VERILOG_FILES = /design/flow/design.v
export SDC_FILE = /design/flow/constraint.sdc
export NUM_CORES = 4
export LEC_CHECK = 1
export CORE_AREA = 10 10 70 70
export DIE_AREA = 0 0 80 80
```
**design.v**
```verilog
`timescale 1ns / 1ps
module simple_processor(instruction, outp);
	input [31:0] instruction;
	output [7:0] outp;
	reg [7:0] outp;
	reg func;
	reg [7:0] op1, op2;
	function [16:0] decode_add;
		input [31:0] instr;
		reg add_func;
		reg [7:0] opcode, opr1, opr2;
	begin
		opcode = instr[31:24];
		opr1 = instr[7:0];
		case(opcode)
			8'b10001000 : begin
								add_func = 1;
								opr2 = instr[15:8];
							  end
			8'b10001001 : begin
								add_func = 0;
								opr2 = instr[15:8];
							  end
			8'b10001010 : begin
								add_func = 1;
								opr2 = 8'b00000001;
							  end						
			default :	 begin
								add_func = 1;
								opr2 = instr[15:8];
							  end
		endcase
		decode_add = {add_func, opr2, opr1};
	end
	endfunction
	always@(instruction)
	begin
		{func, op1, op2} = decode_add(instruction);
		if(func == 1)
			outp = op1 + op2;
		else
			outp = op1 - op2;
	end
endmodule
```
**run.sh**
```bash
#!/bin/bash
# OpenROAD 26Q1-2900-gdf79404cd8, Yosys 0.63+post, stock flow scripts
make -C /OpenROAD-flow-scripts/flow DESIGN_CONFIG=/design/flow/config.mk WORK_HOME=/design/flow/orfs finish
```
==> flow_metrics.env <==
# physical design summary
export IMPL_status="finished, final reports clean"
export IMPL_synthSimpleGateAreaFrac=0.3364
export IMPL_cp_buffers_inverters=3
export IMPL_tns_ns=0
export IMPL_crit_type="in -> out"
export IMPL_period_minus_slack_ns=6.088
export IMPL_synthCells=75
export IMPL_die_h_um=80
export IMPL_ys_sh_adder=0.2197
export IMPL_start_kind="input port"
export IMPL_grt_pass1_vias=579
export IMPL_syn_avg_cell_area_um2=7.290
export IMPL_grt_start_max_net_pins=8
export IMPL_p_leak_nw=0.3853
export IMPL_ys_cells=75
export IMPL_synthMostInstantiatedCell="inv_1"
export IMPL_fin_total_pwr_mw=0.07492
export IMPL_coreArea_um2=3416
export IMPL_cpMostUsedCell="clkdlybuf4s50_1"
export IMPL_hold_buffers=0
export IMPL_topCellsByArea="ha_1 18%, xnor2_1 11%, inv_1 6.2%"
export IMPL_ys_warn_count=1
export IMPL_io_buffer_count=32
export IMPL_ant_nets=0
export IMPL_critPathMaxFanout=7
export IMPL_nClkBuffers=0
export IMPL_cp_data_arrival_time_ns=4.71
export IMPL_die_x_um=80
export IMPL_ys_chip_area_um2=546.8
export IMPL_min_to="outp[0]"
export IMPL_ys_sh_xor=0.1876
export IMPL_hold_viol=0
export IMPL_mux_share=0.02059
export IMPL_vias_per_cell=3.875
export IMPL_fmax_mhz=164.3
export IMPL_post_cts_buffers=0
export IMPL_power_density_nw_per_um2=81.69
export IMPL_vias=589
export IMPL_hold_depth=5
export IMPL_critPathTopFamily="buffers and inverters"
export IMPL_grt_pass1_wl_mm=2.490
export IMPL_ff_count=0
export IMPL_slowest_stage="clkdlybuf4s50_1"
export IMPL_regArea_um2=0
export IMPL_synth_seq_share=0
export IMPL_ys_sh_aoi=0.1602
export IMPL_top_area_cell="ha_1"
export IMPL_top_cells_by_count="9 x inv_1, 8 x ha_1, 7 x nor2_1, 7 x xnor2_1"
export IMPL_fp_row_count=21
export IMPL_overflow=0
export IMPL_place_area_um2=917.1
export IMPL_antenna_found_initial=0
export IMPL_grt_usage=0.04553
export IMPL_drc=0
export IMPL_maxCapViolations=0
export IMPL_finalClockPeriodUsage=0.8823
export IMPL_tightest_slew_ns=0.4013
export IMPL_required_ns=5.52
export IMPL_hold_path_class="in -> out"
export IMPL_die_area_um2=6400
export IMPL_crit_chain="clkdlybuf4s50_1 -> nor4b_4 -> and4b_1 -> mux2_2 -> inv_1 -> ha_1 -> nor2b_1 -> o21ai_0 -> a21oi_1 -> a311o_1 -> xor2_1 -> clkdlybuf4s50_1"
export IMPL_fin_area_um2=917.1
export IMPL_initCoreUtil=0.1601
export IMPL_vdd_drop_max_mv=0.02536
export IMPL_detail_route_first_pass_iterations=4
export IMPL_io_pins=40
export IMPL_n_antenna_cell=0
export IMPL_top_area_frac=0.1831
export IMPL_hp_start="instruction[8]"
export IMPL_hold_slack_ns=3.829
export IMPL_tool_warnings=40
export IMPL_crit_path_max_incr_delay_ns=0.49
export IMPL_routabilityCongestion=0.7749
export IMPL_synth_area_um2=546.8
export IMPL_drv_slew=0
export IMPL_synth_cell_types=27
export IMPL_drive_above_1_share=0.03774
export IMPL_dp_hpwl_mm=1.430
export IMPL_cts_resized=0
export IMPL_synthToLayoutAreaGrowth_pct=67.73
export IMPL_wire_per_inst_um=10.01
export IMPL_slew_headroom=0.7300
export IMPL_final_core_util=0.2685
export IMPL_end_kind="output port"
export IMPL_rsz0062_at_grt="no"
export IMPL_top_logic_kind="simple AND/OR/NAND/NOR gates"
export IMPL_setup_viol=0
export IMPL_first_iter_violations=9
export IMPL_wl_mm=1.522
power breakdown:
group	total, mW	switching (mW)	internal [mW]
registers	0	0	0
logic	0.0749	0.0255	0.0494
clock network	0	0	0
final cells by class:
class | instances | area [um^2]
well taps | 46 | 57.56
fillers | 390 | 2499
repair buffers | 32 | 320.3
multi-input cells | 65 | 505.5
inverters | 9 | 33.78
cells in the final DEF (no fill, tap or decap), drive strengths merged:
| cell type | n |
|---|---|
| a21boi | 1 |
| a21o | 1 |
| a21oi | 7 |
| a311o | 1 |
| a31oi | 1 |
| and2 | 5 |
| and4b | 1 |
| and4bb | 1 |
| clkdlybuf4s50 | 32 |
| fa | 1 |
| ha | 8 |
| inv | 9 |
| mux2 | 1 |
| nand2 | 6 |
| nand3 | 1 |
| nor2 | 7 |
| nor2b | 3 |
| nor3 | 4 |
| nor4 | 1 |
| nor4b | 1 |
| o211ai | 1 |
| o21ai | 2 |
| or4 | 1 |
| xnor2 | 7 |
| xor2 | 2 |
| xor3 | 1 |
logic make-up after synthesis:
logic type / count (synthesis)
buf+inv: 10
mux: 1
xor+xnor: 10
fa+ha+maj: 9
compound gates: 14
simple gates: 31
stage by stage:
| step | setup slack [ns] | cells |
|---|---|---|
| after floorplan | 2.007 | 75 |
| after global placement | 0.7996 | 152 |
| after detailed placement | 0.7700 | 152 |
| after CTS | 0.7747 | 152 |
| after global routing | 0.5742 | 152 |
| final | 0.8124 | 152 |
how the worst max path moves through the flow:
stage | startpoint | endpoint | slack (ns) | cells after the start
6_report | instruction[29] | outp[7] | 0.81 | 12
4_1_cts | instruction[29] | outp[7] | 0.77 | 12
5_1_grt | instruction[29] | outp[7] | 0.57 | 12
metal layers:
metal  track usage  wire length (um)  vias up
met4             0                 0        0
met3       0.01818               156        0
met2       0.07464               697       22
li1              -                 -      321
met5             0                 0        -
met1       0.05816               668      246
Power is estimated from default activity; no workload was simulated.
